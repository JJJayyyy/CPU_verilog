==> flow/design.v <==
`timescale 1ns/10ps
module IF(clk, rst, pc);
input clk, rst;
output [0:31] pc;
wire clk, rst;
reg [0:31] pc;
always @(posedge clk)
begin
	if(rst == 1)
	begin
		pc <= 0;
	end
	else
	begin
		pc <= pc + 4;
	end
end
endmodule
==> flow/run.sh <==
#!/bin/bash
# OpenROAD 26Q1-2900-gdf79404cd8, Yosys 0.63+post, stock flow scripts
make -C /OpenROAD-flow-scripts/flow DESIGN_CONFIG=/design/flow/config.mk WORK_HOME=/design/flow/orfs finish
==> flow/config.mk <==
export PLATFORM = sky130hd
export DESIGN_NAME = IF
export DESIGN_NICKNAME = IF
export VERILOG_FILES = /design/flow/design.v
export SDC_FILE = /design/flow/constraint.sdc
export NUM_CORES = 4
export LEC_CHECK = 1
export CORE_AREA = 10 10 90 90
export DIE_AREA = 0 0 100 100
==> flow/constraint.sdc <==
current_design IF

set clk_period 6.2
set clk_io_pct 0.2

create_clock -name clk0 -period $clk_period [get_ports {clk}]

set non_clock_inputs [all_inputs -no_clocks]
set_input_delay [expr $clk_period * $clk_io_pct] -clock clk0 $non_clock_inputs
set_output_delay [expr $clk_period * $clk_io_pct] -clock clk0 [all_outputs]
==> results.json <==
{
  "drtAntennaViolNets": 0,
  "grt_use_total_pct": 7.02,
  "core_util_floorplan_pct": 23.2,
  "ys_area_sq_um": 1450,
  "num_rows": 29,
  "drc": 0,
  "r2r_cells": 5,
  "r2r_setup_slack_ns": 4.23,
  "ys_seq_share_pct": 41.3,
  "cp_data_required_time_ns": 4.96,
  "maxCapViolations": 0,
  "core_sq_um": 6280,
  "antenna_found_initial": 0,
  "drt_iter0_markers": 94,
  "period_used_pct": 42.3,
  "ys_cells": 169,
  "die_area_sq_um": 10000,
  "warnings": 25,
  "cp_data_arrival_time_ns": 1.38,
  "holdCritPathClass": "flop to flop",
  "dp_slack_ns": 3.69,
  "route.vias.total": 1299,
  "setup_slack_ns": 3.58,
  "crit_buf_inv": 1,
  "crit_chain": "clkdlybuf4s50_1",
  "ioPinCount": 34,
  "drive_gt1_share_pct": 5.03,
  "ys.flops": 30,
  "synthToLayoutAreaGrowth_pct": 30.6,
  "largest_reg_flops": 30,
  "hold_depth": 2,
  "critPathCaptureType": "primary output",
  "layout_top_cell": "clkdlybuf4s50_1",
  "gp_congestion": 0.781,
  "root_buffer": "clkbuf_8",
  "critPathMaxStageDelay_ns": 0.55,
  "setup_violations": 0,
  "r2r-start": "pc[29]$_SDFF_PP0_",
  "cts_hold_buf": 0,
  "ys_warn_count": 1,
  "r2r_end": "pc[5]$_SDFF_PP0_",
  "synth_cell_types": 30,
  "cellLeakagePower_nw": 0.614,
  "syn_area_sq_um": 1450,
  "cts_tree": "yes",
  "die_width_um": 100,
  "postLayoutCoreUtil_pct": 30.3,
  "hold_end": "pc[0]$_SDFF_PP0_",
  "rsz0062_at_grt": "no",
  "skew_ns": 0.00414,
  "worstSkewPairLatency_ns": 0.28,
  "critical_path.top_delay_family": "flip-flops",
  "grt_overflow": 0,
  "period_needed_ns": 2.62,
  "grt_max_degree": 32,
  "topCellsByArea": "dfxtp_1 41%, and4_1 5.4%, xor2_1 5.4%",
  "path_clk_slew_ns": 0.06,
  "firstDrtPassIters": 4,
  "cp_max_fo": 10,
  "clockBufferDepth": 2,
  "wl_mm": 3.60,
  "crit_type": "flop to primary output",
  "lay_top_cells": "31 x clkdlybuf4s50_1, 30 x dfxtp_1, 14 x nor2_1, 14 x a21oi_1, 11 x nand3_1",
  "reg.largest.list": "pc: 30 flops",
  "via_per_inst": 4.71,
  "first_global_vias": 1203,
  "die_y_um": 100,
  "cts_resized": 0,
  "antennaDiodeCount": 0,
  "slew_violations": 0,
  "htree_levels": 2,
  "top_cell_area_share_pct": 41.3,
  "fmax_mhz": 382,
  "status": "finished, final reports clean",
  "vdd_ir_drop_max_mv": 0.0766,
  "clock-sinks": 30,
  "wl_per_cell_um": 13.1,
  "cp-start-kind": "flop",
  "regMostFlops": "pc",
  "numCtsBuffers": 5,
  "post_cts_buffers": 0,
  "synth_cells": 169,
  "whs_ns": 0.482,
  "grt_pass1_wl_mm": 5.91,
  "synth_area_per_cell_sq_um": 8.60,
  "hp-start": "pc[0]$_SDFF_PP0_",
  "power_density_nw_per_um2": 194,
  "place_hpwl_mm": 2.54,
  "setup_tns_ns": 0,
  "top_area_cell": "dfxtp_1",
  "hold_violations": 0,
  "cp_slowest_cell": "dfxtp_1",
  "port-buffer-count": 31
}
how the worst max path moves through the flow:
stage                 slack [ns]               from  cells after the start  endpoint
final                       3.58  pc[25]$_SDFF_PP0_                      1    pc[25]
after global routing        3.52  pc[25]$_SDFF_PP0_                      1    pc[25]
after CTS                   3.56  pc[25]$_SDFF_PP0_                      1    pc[25]
per-layer routing:
layer | vias to the layer above | track usage [%] | wire (um)
li1 | 678 | - | -
met1 | 582 | 9.74 | 1710
met2 | 34 | 9.81 | 1460
met3 | 5 | 3.61 | 389
met4 | 0 | 0.978 | 42
met5 | - | 0 | 0
area by class of cell:
class                           count  area, sq um
Clock inverter                      1         5.00
Timing Repair Buffer               32          318
Clock buffer                        7         86.3
Sequential cell                    30          601
Multi-Input combinational cell    126          782
Inverter                            3         11.3
Fill cell                         661         4380
Tap cell                           77         96.3
cells in the mapped netlist:
library cell	n
conb_1	1
nand2_1	8
o21ai_0	6
clkbuf_1	3
and3_1	3
o21ai_1	3
nand4_4	1
a21oi_1	14
nand3_2	1
o31ai_1	5
nor2_1	14
xor2_1	9
inv_1	3
nor3_1	3
nand3_1	11
o21a_1	1
o21ba_1	1
or3_1	9
mux2_1	1
nand4_1	10
nor2b_1	2
and4_1	9
ha_1	1
and2_1	3
or4_1	5
dfxtp_1	30
nor4_1	1
xnor2_1	3
buf_2	3
buf_4	5
where the power goes:
group | leakage (nW) | total (mW) | switching, mW | internal, mW
registers | 0.242 | 0.197 | 0.00216 | 0.194
clock network | 0.0482 | 0.162 | 0.0726 | 0.0894
logic | 0.323 | 0.00967 | 0.00451 | 0.00517
kinds of logic after synthesis:
family,after synthesis,synth area share (%)
adders and majority gates,1,0.860
muxes,1,0.774
AOI/OAI and AO/OA,30,11.7
and+or+nand+nor,80,32.7
xor gates and xnor gates,12,7.23
buffers and inverters,14,5.16
DFF,30,41.3
other,1,0.258
per-stage QoR:
step / std cells / total power [mW] / instance area, sq um
after floorplan: 170 / 0.206 / 1460
after global placement: 268 / 0.211 / 1810
after detailed placement: 268 / 0.211 / 1810
after CTS: 276 / 0.372 / 1900
after global routing: 276 / 0.382 / 1900
final: 276 / 0.368 / 1900
Power is estimated from default activity; no workload was simulated.
