[design/flow/run.sh]
#!/bin/bash
# OpenROAD 26Q1-2900-gdf79404cd8, Yosys 0.63+post, stock flow scripts
make -C /OpenROAD-flow-scripts/flow DESIGN_CONFIG=/design/flow/config.mk WORK_HOME=/design/flow/orfs finish
[design/flow/config.mk]
export PLATFORM = sky130hd
export DESIGN_NAME = ID
export DESIGN_NICKNAME = ID
export VERILOG_FILES = /design/flow/design.v
export SDC_FILE = /design/flow/constraint.sdc
export NUM_CORES = 4
export LEC_CHECK = 1
export CORE_UTILIZATION = 30
[design/flow/constraint.sdc]
current_design ID

set clk_period 98.6
set clk_io_pct 0.2

create_clock -name clk0 -period $clk_period [get_ports {clk}]

set non_clock_inputs [all_inputs -no_clocks]
set_input_delay [expr $clk_period * $clk_io_pct] -clock clk0 $non_clock_inputs
set_output_delay [expr $clk_period * $clk_io_pct] -clock clk0 [all_outputs]
[design/flow/design.v]
`timescale 1ns/10ps
module ID(clk, rst, IF_instruction, ALU_WB_en, WB_rD, WB_PPPWW, WB_data, ID_function_bit, ID_rD, ID_PPPWW, ID_rA_data, ID_rB_data, ID_WB_en, ID_wmem_en);
input wire clk, rst;
input wire [0:31] IF_instruction;
input wire ALU_WB_en;
input wire [0:4] WB_rD;
input wire [0:4] WB_PPPWW;
input wire [0:63] WB_data;
output reg [0:5] ID_function_bit;
output reg [0:4] ID_rD;
output reg [0:4] ID_PPPWW;
output reg [0:63] ID_rA_data;
output reg [0:63] ID_rB_data;
output reg ID_WB_en, ID_wmem_en;
reg [0:63] Register [0:31];
integer i;
always @(posedge clk)
begin
	if(rst==1)
	begin
		ID_function_bit <= 0;
		ID_rD <= 0;
		ID_PPPWW <= 0;
		ID_rA_data <= 0;
		ID_rB_data <= 0;
		ID_WB_en <= 0;
		ID_wmem_en <= 0;
	end
	else
	begin
		ID_rD <= IF_instruction[6:10];
		ID_PPPWW <= IF_instruction[21:25];
		ID_WB_en <= 1;
		ID_wmem_en <= 0;
		case(IF_instruction[0:5])
			6'b101010 :
				case(IF_instruction[28:31])
					4'b0000 :
					begin
						ID_function_bit <= {2'b00,IF_instruction[28:31]}; 
						ID_rA_data <= Register[IF_instruction[11:15]]; 
						ID_rB_data <= Register[IF_instruction[16:20]];
					end
					4'b0001 :
					begin
						ID_function_bit <= {2'b00,IF_instruction[28:31]}; 
						ID_rA_data <= Register[IF_instruction[11:15]]; 
						ID_rB_data <= Register[IF_instruction[16:20]];
					end
					4'b0010 :
					begin
						ID_function_bit <= {2'b00,IF_instruction[28:31]}; 
						ID_rA_data <= Register[IF_instruction[11:15]]; 
						ID_rB_data <= Register[IF_instruction[16:20]];
					end
					4'b0011 :
					begin
						ID_function_bit <= {2'b00,IF_instruction[28:31]}; 
						ID_rA_data <= Register[IF_instruction[11:15]]; 
						ID_rB_data <= Register[IF_instruction[16:20]];
					end
					4'b0100 :
					begin
						ID_function_bit <= {2'b00,IF_instruction[28:31]}; 
						ID_rA_data <= Register[IF_instruction[11:15]]; 
						ID_rB_data <= Register[IF_instruction[16:20]];
					end
					4'b0101 :
					begin
						ID_function_bit <= {2'b00,IF_instruction[28:31]}; 
						ID_rA_data <= Register[IF_instruction[11:15]]; 
						ID_rB_data <= Register[IF_instruction[16:20]];
					end
					4'b0110 :
					begin
						ID_function_bit <= {2'b00,IF_instruction[28:31]}; 
						ID_rA_data <= Register[IF_instruction[11:15]]; 
						ID_rB_data <= Register[IF_instruction[16:20]];
					end
					4'b0111 :
					begin
						ID_function_bit <= {2'b00,IF_instruction[28:31]}; 
						ID_rA_data <= Register[IF_instruction[11:15]]; 
						ID_rB_data <= Register[IF_instruction[16:20]];
					end
					4'b1000 :
					begin
						ID_function_bit <= {2'b00,IF_instruction[28:31]}; 
						ID_rA_data <= Register[IF_instruction[11:15]]; 
						ID_rB_data <= Register[IF_instruction[16:20]];
					end
					4'b1001 :
					begin
						ID_function_bit <= {2'b00,IF_instruction[28:31]}; 
						ID_rA_data <= Register[IF_instruction[11:15]]; 
						ID_rB_data <= Register[IF_instruction[16:20]];
					end
					4'b1010 :
					begin
						ID_function_bit <= {2'b00,IF_instruction[28:31]}; 
						ID_rA_data <= Register[IF_instruction[11:15]]; 
						ID_rB_data <= Register[IF_instruction[16:20]];
					end
					4'b1011 :
					begin
						ID_function_bit <= {2'b00,IF_instruction[28:31]};
						ID_rA_data <= Register[IF_instruction[11:15]]; 
						ID_rB_data <= {59'b0,IF_instruction[16:20]};
					end
					4'b1100 :
					begin
						ID_function_bit <= {2'b00,IF_instruction[28:31]}; 
						ID_rA_data <= Register[IF_instruction[11:15]]; 
						ID_rB_data <= Register[IF_instruction[16:20]];
					end
					4'b1101 :
					begin
						ID_function_bit <= {2'b00,IF_instruction[28:31]}; 
						ID_rA_data <= Register[IF_instruction[11:15]]; 
						ID_rB_data <= {59'b0,IF_instruction[16:20]};
					end
					4'b1110 :
					begin
						ID_function_bit <= {2'b00,IF_instruction[28:31]}; 
						ID_rA_data <= Register[IF_instruction[11:15]]; 
						ID_rB_data <= Register[IF_instruction[16:20]];
					end
					4'b1111 :
					begin
						ID_function_bit <= {2'b00,IF_instruction[28:31]}; 
						ID_rA_data <= Register[IF_instruction[11:15]]; 
						ID_rB_data <= {59'b0,IF_instruction[16:20]};
					end
				endcase
			6'b100000 : 
			begin
				ID_function_bit <= 6'b010000; 
				ID_rA_data <= 0; 
				ID_rB_data <= {48'b0,IF_instruction[16:31]};
			end
			6'b100001 : 
			begin
				ID_function_bit <= 6'b100000; 
				ID_rA_data <= Register[IF_instruction[6:10]]; 
				ID_rB_data <= {48'b0,IF_instruction[16:31]}; 
				ID_WB_en <= 0;
				ID_wmem_en <= 1;
			end
			6'b111100 :
			begin
				ID_function_bit <= 6'b110000; 
				ID_rA_data <= 0; 
				ID_rB_data <= 0; 
				ID_WB_en <= 0; 
			end
			default :
			begin
				ID_function_bit <= 6'b110000; 
				ID_rA_data <= 0; 
				ID_rB_data <= 0; 
				ID_WB_en <= 0; 
			end
		endcase
	end
end
always @(posedge clk)
begin
	if(rst==1)
	begin
		for(i = 1;i <32; i = i +1)
		begin
			Register[i] <= 0; 
		end
	end
	else
	begin
		if(ALU_WB_en==1 && WB_rD!=5'b00000)
		begin
			case(WB_PPPWW[0:2])
				3'b000 :
					Register[WB_rD] <= WB_data;
				3'b001 : 
					Register[WB_rD][0:31] <= WB_data[0:31];
				3'b010 : 
					Register[WB_rD][32:63] <= WB_data[32:63];
				3'b011 :
					case(WB_PPPWW[3:4])
						2'b00 :
						begin
							Register[WB_rD][0:7] <= WB_data[0:7];
							Register[WB_rD][16:23] <= WB_data[16:23];
							Register[WB_rD][32:39] <= WB_data[32:39];
							Register[WB_rD][48:55] <= WB_data[48:55];
						end
						2'b01 :
						begin
							Register[WB_rD][0:15] <= WB_data[0:15];
							Register[WB_rD][32:47] <= WB_data[32:47];
						end
						2'b10 : 
							Register[WB_rD][0:31] <= WB_data[0:31];
						2'b11 : 
							Register[WB_rD] <= WB_data;
					endcase
				3'b100 :
					case(WB_PPPWW[3:4])
						2'b00 :
						begin
							Register[WB_rD][8:15] <= WB_data[8:15];
							Register[WB_rD][24:31] <= WB_data[24:31];
							Register[WB_rD][40:47] <= WB_data[40:47];
							Register[WB_rD][56:63] <= WB_data[56:63];
						end
						2'b01 :
						begin
							Register[WB_rD][16:31] <= WB_data[16:31];
							Register[WB_rD][48:63] <= WB_data[48:63];
						end
						2'b10 : 
							Register[WB_rD][32:63] <= WB_data[32:63];
						2'b11 : 
							Register[WB_rD] <= Register[WB_rD];
					endcase
				default : 
					Register[WB_rD] <= Register[WB_rD];
			endcase
		end
	end
end
endmodule
==> results_slide.txt <==
Physical Implementation Snapshot

Run status
  • Status: finished, final reports clean

Power
  • PD cells: 17.6 mW/mm²
  • Maximum VDD drop: 14.5 µV
  • Leak: 45.9 nW

Clocking
  • Clk slew on worst S/H paths: 0.06 ns
  • Sink Count: 2194
  • H-tree depth: 4
  • Clock root buffer: clkbuf_16
  • Clock buffer count from CTS: 238
  • CTS Buffer Depth: 4
  • Hold buffer count at CTS: 0
  • Postcts setup bufs: 0
  • Worst-skew pair later-pin latency: 0.97 ns
  • CTS tree: done
  • Post-cts repair resize count: 0

Place
  • PortBufs: 254
  • Placer Congestion: 1.02
  • Placed instance area: 0.124 mm²
  • Dpl hpwl: 338000 µm

Timing
  • Sum of negative setup slack: 0 ns
  • Clock Skews: 0.0961 ns
  • RSZ-0062 raised after global routing: no
  • Post-layout min period: 24.26 ns
  • Slew HR: 0.139
  • Max frequency: 41.2 MHz
  • Final period util: 0.246
  • WHS: 0.847 ns
  • Slew Limit Fails: 0
  • Worst-margin pin slew: 1.26 ns
  • Final-report hold violation count: 0
  • Setup violators final: 0

GRT
  • Initial antenna violation count: 64
  • Aggregate global routing overflow: 0
  • First-pass GRT wire length: 691000 µm
  • Vias in the first global route: 89531
  • Largest net degree at the start of global routing: 90
  • Total global-route track usage: 0.273

Yosys
  • Ys Warns: 1
  • Synthesis area per yosys: 0.115 mm²
  • Ys cells: 9713
  • Ys flop type: edfxtp_1
  • Asr flop ratio synth: 0
  • Number of enable flip-flop cells: 2048
  • Cell Type Count: 85
  • Post-Synthesis Cells: 9713
  • Registers, synthesis: 2194
  • Synth Seq Share: 0.562
  • Syn Area/Cell: 11.8 µm²
  • Post-Syn Area: 0.115 mm²

Setup path
  • Worst EP required: 99.43 ns
  • CP endpoint kind: flip-flop
  • Most used cell, CP: buf_4
  • Crit start category: primary input
  • CP peak stage delay: 0.62 ns
  • Slowest CP cell: a22oi_1
  • CP max FO: 74
  • Worst endpoint data arrival time: 25.09 ns
  • Critical path class: in2reg
  • Worst path cell trace: clkdlybuf4s50_1 -> nor3b_4 -> buf_4 -> buf_4 -> nand3_2 -> nand2_8 -> buf_4 -> buf_4 -> a21oi_1 -> a22oi_1 -> nand3_1 -> a31o_2 -> o22ai_1

Route
  • Vias per inst: 5.91
  • Initial DRC Count: 8645
  • Routed Antenna Nets: 0
  • DRC Markers: 0
  • Drt pass-1 iters: 8
  • Total routed wirelength: 500000 µm
  • Via count: 88785
  • Mean routed wirelength per cell: 33.2 µm

Floorplan
  • Total die size: 0.384 mm²
  • Die width: 620 µm
  • Core Region: 0.379 mm²
  • I/O pins: 255
  • Initial core utilization: 0.302
  • Die Span Y: 620 µm
  • FP Rows: 226

Flow run
  • Log Warnings: 26
  • Max_cap viols: 0

Finish
  • Area growth syn-to-layout: 15.0%
  • Fraction of layout cells with a size suffix above 1: 0.159
  • Post-route cell area: 0.132 mm²

Hold path
  • Worst min path class: reg2reg
## layer usage
| layer | part of all wire | up-vias | GRT usage |
|---|---|---|---|
| met2 | 0.42 | 7475 | 0.368 |
| met3 | 0.20 | 1560 | 0.229 |
| li1 | - | 36410 | - |
| met1 | 0.31 | 43258 | 0.289 |
| met4 | 0.073 | 82 | 0.155 |
| met5 | 0.0035 | - | 0.0292 |
## worst max-delay path: cells and delay by family
family	cells	cell delay (ns)
and+or+nand+nor	4	1.43
buffers and inverters	5	2.44
AOI/OAI and AO/OA	4	1.31
## through the flow
stage	worst slack [ns]	util	total power, mW	std cells
detailed placement	73.73	0.326	1.40	14533
global placement	73.67	0.326	1.40	14533
global route	74.29	0.347	2.37	14984
CTS	74.67	0.347	2.31	14971
finish	74.34	0.347	2.32	15029
floorplan	76.40	-	1.27	9776
## area by class of cell
class / instances / area, µm²
Tap cell: 5016 / 6280
Clock buffer: 301 / 6420
Timing Repair Buffer: 576 / 5000
Clock inverter: 137 / 1460
Inverter: 77 / 289
Multi-Input combinational cell: 6670 / 47700
Sequential cell: 2194 / 64400
Antenna cell: 58 / 145
Fill cell: 36601 / 248000
## cells in the mapped netlist (53+ instances only)
cell type / instances / area (µm²)
a31oi_1: 108 / 676
nand2b_1: 305 / 1910
a32oi_1: 133 / 1160
o21ai_0: 136 / 681
inv_1: 64 / 240
nand3_1: 260 / 1300
a21oi_1: 246 / 1230
o221ai_1: 53 / 464
nor3_1: 63 / 315
clkbuf_1: 443 / 1660
mux2i_1: 397 / 3970
dfxtp_1: 146 / 2920
nor2_1: 2145 / 8050
edfxtp_1: 2048 / 61500
o22ai_1: 112 / 701
nand2_1: 1200 / 4500
and3_1: 107 / 669
a22oi_1: 83 / 623
mux4_2: 676 / 15200
buf_2: 264 / 1320
buf_1: 94 / 353
a211oi_1: 94 / 706
## flip-flops by register name (all words and copies together) (netlist names)
signal           cells
Register          2048
ID_rA_data          64
ID_PPPWW             5
ID_rD                5
ID_rB_data          64
ID_WB_en             1
ID_wmem_en           1
ID_function_bit      6
## final timing paths
kind / slack [ns] / cells after the start / to / from
max reg2reg: 95.90 / 8 / ID_rA_data[40] / Register[13][23]
max: 74.34 / 13 / ID_rA_data[60] / IF_instruction[5]
min reg2reg: 0.85 / 5 / ID_rB_data[20] / Register[11][43]
min: 0.85 / 5 / ID_rB_data[20] / Register[11][43]
## report_power, final
group          internal, mW  total, mW  switching, mW
sequential             1.06       1.09         0.0302
clock                 0.532      0.922          0.390
combinational         0.103      0.305          0.202
total                  1.70       2.32          0.622
## cells in the final DEF (no fill, tap or decap), types with 22 or more instances in the layout
cell type / synthesis / final
nand2_1: 1200 / 1194
a211oi_1: 94 / 93
a22oi_1: 83 / 81
clkbuf_1: 443 / 40
conb_1: 1 / 64
diode_2: 0 / 58
a21oi_4: 0 / 34
a32oi_1: 133 / 133
o221ai_1: 53 / 53
o21ai_0: 136 / 135
and3_1: 107 / 106
nand2b_1: 305 / 304
mux2i_1: 397 / 396
nor2_2: 2 / 26
bufinv_16: 0 / 28
a221oi_1: 24 / 23
clkbuf_8: 0 / 25
nand4_1: 38 / 38
nor2_1: 2145 / 2101
buf_4: 26 / 321
mux4_2: 676 / 676
a311oi_1: 22 / 22
a32o_1: 32 / 32
o211ai_1: 38 / 38
nand3_1: 260 / 258
nor3_1: 63 / 60
a21oi_1: 246 / 226
clkdlybuf4s50_1: 0 / 246
o22ai_1: 112 / 109
a211o_1: 29 / 29
clkinv_2: 0 / 46
clkbuf_16: 0 / 238
a31oi_1: 108 / 105
inv_1: 64 / 63
dfxtp_1: 146 / 146
edfxtp_1: 2048 / 2048
clkinv_1: 2 / 40
## cell families after synthesis
kind of cell	count (synthesis)	share of synthesized area
mux	1082	0.168
simple gates	4203	0.154
compound gates	1321	0.0817
buf+inv	912	0.0341
flops	2194	0.562
other cells	1	0.0000327
Power and IR drop assume default switching activity.
